==> design/flow/design.v <==
module AudDSP (
	input 			i_rst_n,
	input 			i_clk,
	input 			i_start,
	input 			i_pause,
	input 			i_stop,
	input	[2:0]	i_speed,
	input 			i_fast,
	input 			i_slow_0,  
	input 			i_slow_1,  
	input 			i_daclrck,
	input 	[15:0]	i_sram_data,
	output 	[15:0]	o_dac_data,
	output 	[19:0]	o_sram_addr,
	output			o_finish_play,
	output	[1:0]	state
);
localparam S_IDLE = 2'd0;
localparam S_PLAY = 2'd1;
localparam S_PAUSE = 2'd2;
logic 	[19:0]	o_sram_addr_r, o_sram_addr_w;
logic signed  [16:0]  data_diff, data_step, data_inc;
logic 	[15:0]	o_dac_data_r, o_dac_data_w, prev_sram_data_r, prev_sram_data_w;
logic 	[1:0]	state_r, state_w;
logic			o_valid_r, o_valid_w, new_data_r, new_data_w, finish_r, finish_w, almost_finish_r, almost_finish_w;
logic 	[3:0]	data_counter_r, data_counter_w;
assign o_sram_addr = o_sram_addr_r;
assign o_dac_data = o_dac_data_r;
assign o_finish_play = finish_r;
assign state = state_r;
always_comb begin
	state_w = state_r;
	o_sram_addr_w = o_sram_addr_r;
	o_dac_data_w = o_dac_data_r;
	prev_sram_data_w = prev_sram_data_r;
	o_valid_w = o_valid_r;
	new_data_w = !i_daclrck;
	data_counter_w = data_counter_r;
	finish_w = finish_r;
	almost_finish_w = almost_finish_r;
	data_diff = $signed(i_sram_data)-$signed(prev_sram_data_r);
    case(i_speed)
        3'b000: data_step = data_diff;
        3'b001: data_step = data_diff>>>1;
        3'b010: data_step = (data_diff>>>2) + (data_diff>>>4) + (data_diff>>>6) + (data_diff>>>8) + (data_diff>>>10) + (data_diff>>>12);
        3'b011: data_step = data_diff>>>2;
        3'b100: data_step = (data_diff>>>3) + (data_diff>>>4) + (data_diff>>>7) + (data_diff>>>8) + (data_diff>>>11) + (data_diff>>>12);
        3'b101: data_step = (data_diff>>>3) + (data_diff>>>5) + (data_diff>>>7) + (data_diff>>>9) + (data_diff>>>11) + (data_diff>>>13);
        3'b110: data_step = (data_diff>>>3) + (data_diff>>>6) + (data_diff>>>9) + (data_diff>>>12) + (data_diff>>>15);
        3'b111: data_step = data_diff>>>3;
        default:data_step = data_diff;
    endcase
    data_inc = data_step*data_counter_r;
	case(state_r)
		S_IDLE: begin
			state_w = i_start ? S_PLAY : S_IDLE; 
			o_sram_addr_w = 20'b0;
			o_dac_data_w = 16'b0;
			prev_sram_data_w = 16'b0;
			o_valid_w = 1'b0;
			data_counter_w = 4'b0;
			finish_w = 1'b0;
			almost_finish_w = 1'b0;
		end
		S_PLAY: begin
			state_w = i_stop || finish_r ? S_IDLE : 
					  i_pause ? S_PAUSE : S_PLAY;
			if (i_speed==3'b0 || i_fast) begin
				if (!new_data_r && new_data_w) begin
					o_dac_data_w = i_sram_data;
					o_valid_w = 1'b1;
				end else if (new_data_r && !new_data_w) begin
					o_dac_data_w = o_dac_data_r;
					o_valid_w = 1'b0;
				end else begin
					o_dac_data_w = o_dac_data_r;
					o_valid_w = o_valid_r;
				end
				if (!o_valid_r && o_valid_w) begin
					if (o_sram_addr_r > {{19{1'b1}}, 1'b0}-i_speed) begin
						o_sram_addr_w = 20'b0;
						almost_finish_w = 1'b1;
					end else begin
						o_sram_addr_w = o_sram_addr_r+1'b1+i_speed;
						almost_finish_w = 1'b0;
					end 
				end else begin
					o_sram_addr_w = o_sram_addr_r;
					almost_finish_w = almost_finish_r;
				end
                if(!o_valid_r && o_valid_w && almost_finish_r) begin
                    finish_w = 1'b1;
                end else begin
                    finish_w = 1'b0;
                end
			end else begin
				if (!new_data_r && new_data_w) begin
                    o_dac_data_w = data_counter_r==0 ? i_sram_data :
									i_slow_0 ? prev_sram_data_r : 
									prev_sram_data_r + data_inc;
					o_valid_w = 1'b1;
				end else if (new_data_r && !new_data_w) begin
					o_dac_data_w = o_dac_data_r;
					o_valid_w = 1'b0;
				end else begin
					o_dac_data_w = o_dac_data_r;
					o_valid_w = o_valid_r;
				end
				if (!o_valid_r && o_valid_w) begin
					if (data_counter_r==4'b0) begin
						if (o_sram_addr_r == {20{1'b1}}) begin
							almost_finish_w = 1'b1;
							o_sram_addr_w = 20'b0;
						end else o_sram_addr_w = o_sram_addr_r+1'b1;
						prev_sram_data_w = i_sram_data;
					end else begin
						o_sram_addr_w = o_sram_addr_r;
						prev_sram_data_w = prev_sram_data_r;
					end
					if (data_counter_r==i_speed) begin
						data_counter_w = 4'b0;
					end else begin
						data_counter_w = data_counter_r + 1;
					end
				end else begin
					prev_sram_data_w = prev_sram_data_r;
					o_sram_addr_w = o_sram_addr_r;
					data_counter_w = data_counter_r;
				end
                if(!o_valid_r && o_valid_w && almost_finish_r) begin
                    finish_w = 1'b1;
                end else begin
                    finish_w = 1'b0;
                end
			end
		end
		S_PAUSE: begin
			state_w = i_stop || finish_r ? S_IDLE : 
					  i_start ? S_PLAY : S_PAUSE;
			o_sram_addr_w = o_sram_addr_r;
			o_dac_data_w = 16'b0;
			prev_sram_data_w = prev_sram_data_r;
			o_valid_w = 1'b0;
			data_counter_w = data_counter_r;
			finish_w = 1'b0;
		end
	endcase
end
always_ff @(posedge i_clk or negedge i_rst_n) begin
	if (!i_rst_n) begin
		o_sram_addr_r <= 20'b0;
		o_dac_data_r <= 16'b0;
		prev_sram_data_r <= 16'b0;
		state_r <= 2'b0;
		o_valid_r <= 1'b0;
		new_data_r <= 1'b1;
		data_counter_r <= 4'b0;
		finish_r <= 1'b0;
		almost_finish_r <= 1'b0;
	end
	else begin
		o_sram_addr_r <= o_sram_addr_w;
		o_dac_data_r <= o_dac_data_w;
		prev_sram_data_r <= prev_sram_data_w;
		state_r <= state_w;
		o_valid_r <= o_valid_w;
		new_data_r <= new_data_w;
		data_counter_r <= data_counter_w;
		finish_r <= finish_w;
		almost_finish_r <= almost_finish_w;
	end
end
endmodule
==> design/flow/run.sh <==
#!/bin/bash
# OpenROAD 26Q1-2900-gdf79404cd8, Yosys 0.63+post, stock flow scripts
make -C /OpenROAD-flow-scripts/flow DESIGN_CONFIG=/design/flow/config.mk WORK_HOME=/design/flow/orfs finish
==> design/flow/config.mk <==
export PLATFORM = sky130hd
export DESIGN_NAME = AudDSP
export DESIGN_NICKNAME = AudDSP
export VERILOG_FILES = /design/flow/design.v
export SDC_FILE = /design/flow/constraint.sdc
export NUM_CORES = 4
export LEC_CHECK = 1
export CORE_UTILIZATION = 30
==> design/flow/constraint.sdc <==
current_design AudDSP

set clk_period 19.3
set clk_io_pct 0.2

create_clock -name clk0 -period $clk_period [get_ports {i_clk}]

set non_clock_inputs [all_inputs -no_clocks]
set_input_delay [expr $clk_period * $clk_io_pct] -clock clk0 $non_clock_inputs
set_output_delay [expr $clk_period * $clk_io_pct] -clock clk0 [all_outputs]
==> results.ini <==
[cells_and_area]
seqCellArea_sq_um=1550
fillerInstances=4081
mi_logic_area_sq_um=9840
fin_cells=2109
layout-area-overhead-vs-synth_pct=12.7
post_route_cells_drive_above_1_share_pct=4.99

[setup_path]
critical_path.startpoint_type=input port
timing.critical_path.fanout_max=13
rrSetupSlack_ns=7.76
number_of_stages_on_the_worst_setup_path=46
worst_setup_path_endpoint=o_dac_data_r[15]
critical_path.n_buffers_inverters=8
crit_start=i_sram_data[0]
cp_top_family=adder cells
regToRegStartpoint=prev_sram_data_r[2]
critPathMaxStageDelay_ns=0.61
timing.setup.critical_path_class=input port to flip-flop
timing.critical_path.arrival_ns=15.43
reg2regPathDepth=44
worst_flop_to_flop_path_endpoint=o_dac_data_r[15]
worst_endpoint_required_time_ns=19.58
crit_path_top_delay_cell=sky130_fd_sc_hd__fa_1
worst_path_most_repeated_cell=sky130_fd_sc_hd__fa_1
cp-end-kind=flip-flop

[drt]
drt_iter0_drc=710
detail_route.antenna_diodes=0
firstDrtPassIters=5
drt-wirelength-per-cell_um=17.7
routed-via-count=11000
routed_wl_um=37300
vias_per_cell=5.23
drc=0
antenna_left=0

[synth]
synth.top_cells.by_count=180 x sky130_fd_sc_hd__inv_1, 159 x sky130_fd_sc_hd__ha_1, 153 x sky130_fd_sc_hd__nand2_1
synth_cells=1539
synth.yosys.warnings=1
yosys-stat-area_sq_um=12300
ys_ff=62
post_synthesis_async_set_or_reset_flop_share_pct=100
synth_area_sq_um=12300
yosys.area.top_type_share_pct=16.2
yosys.cell_count.top_type=sky130_fd_sc_hd__inv_1
ys_seq_share_pct=12.6
post_synth_main_area_contributors=sky130_fd_sc_hd__ha_1 16%, sky130_fd_sc_hd__fa_1 15%, sky130_fd_sc_hd__dfrtp_1 12%
yosys.area.top_type=sky130_fd_sc_hd__ha_1
edf_count=0
post_synth_num_cell_types=82
syn_area_per_cell_sq_um=8.00
yosys_most_used_dff=sky130_fd_sc_hd__dfrtp_1
synth-cells-yosys=1539

[cts]
worstSkewPairLatency_ns=0.34
numCtsBuffers=9
cts_max_path_buffers=2
clk_root_buffer_cell=sky130_fd_sc_hd__clkbuf_16
hold_buffers=0
post-cts-setup-buffers=0
htree_depth=3
cts.sink_count=62
worst_setup_hold_path_clk_slew_ns=0.06
tritoncts=built
post_cts.resized_instances=0

[status]
outcome=complete, no violations

[global_route]
grt_pass1_vias=10800
grt_start_max_net_pins=34
grt_remaining_overflow=0
grt_antenna_before_repair=0
grt_pass1_wl_um=60000
grt_util_all_layers_pct=18.8

[final_timing]
worst_slew_pin_slew_ns=0.757
clock_skew_ns=0.0153
timing_max_transition_violations_final=0
fin_setup_tns_ns=0
hold_viol_final=0
layout_worst_path_cycle_share_pct=78.5
final_setup_vio_count=0
max_freq_mhz=66.0
slew-limit-headroom_pct=49.4
finalCriticalPeriod_ns=15.15
rsz0062_at_grt=no

[floorplanning]
initCoreUtil_pct=30.7
die_height_um=205
io_pins=67
placement_rows=73
floorplan.die_area_sq_um=41900
die-width_um=205
area_of_the_placeable_core_sq_um=40100

[job]
drv_cap=0
openroad_warnings=41

[place]
place.detailed.hpwl_um=29500
buffer_ports.inserted=65
placedCellCount=2093
final_weighted_congestion_of_routability_driven_global_placement=0.980

[min_path]
hold_path.class=flip-flop to flip-flop

[layout by cell type (no fill, tap or decap), types with 15 or more instances in the layout]
cell / count
sky130_fd_sc_hd__inv_1: 180
sky130_fd_sc_hd__a21o_1: 35
sky130_fd_sc_hd__buf_4: 28
sky130_fd_sc_hd__o21a_1: 15
sky130_fd_sc_hd__nand2_1: 153
sky130_fd_sc_hd__xnor2_1: 62
sky130_fd_sc_hd__xor2_1: 46
sky130_fd_sc_hd__nor3_1: 37
sky130_fd_sc_hd__fa_1: 95
sky130_fd_sc_hd__a21oi_1: 90
sky130_fd_sc_hd__nand3_1: 34
sky130_fd_sc_hd__o21ai_0: 118
sky130_fd_sc_hd__dfrtp_1: 61
sky130_fd_sc_hd__and2_1: 32
sky130_fd_sc_hd__clkdlybuf4s50_1: 64
sky130_fd_sc_hd__nor2b_1: 15
sky130_fd_sc_hd__nor2_1: 90
sky130_fd_sc_hd__ha_1: 159
sky130_fd_sc_hd__o211ai_1: 17
[worst min-delay path, delay by kind of cell, from the launching register on]
kind	cells	cell delay [ns]
AND/OR/NAND/NOR	2	0.10
flip-flops	1	0.34
[metal layers]
layer	up-vias	part of all wire (%)	track usage [%]
met4	0	2.3	3.76
met1	5238	46	27.3
met3	51	6.5	3.81
li1	5421	-	-
met5	-	0	0
met2	330	45	29.4
[state kept, by name (all words and copies together) (netlist names)]
name	flops
data_counter_r	4
finish_r	1
o_valid_r	1
o_dac_data_r	16
o_sram_addr_r	20
new_data_r	1
almost_finish_r	1
prev_sram_data_r	16
state_r	2
[cell type report]
cell class	count	share of cell area (%)
Clock buffer	9	1.62
Clock inverter	7	0.352
Inverter	185	5.00
Multi-Input combinational cell	1228	70.9
Sequential cell	62	11.2
Tap cell	525	4.73
Timing Repair Buffer	93	6.17
[logic make-up after synthesis]
logic type	after synthesis	synth area share (%)
xor gates and xnor gates	113	8.21
muxes	7	0.600
adders and majority gates	256	31.8
DFF	62	12.6
buffers and inverters	249	7.67
and+or+nand+nor	425	16.4
AOI/OAI and AO/OA	427	22.8
[how the worst min path moves through the flow]
stage / cells past startpoint / from / slack, ns / end
global route: 2 / o_dac_data_r[10] / 0.50 / o_dac_data_r[10]
CTS: 2 / o_dac_data_r[13] / 0.48 / o_dac_data_r[13]
finish: 2 / o_dac_data_r[13] / 0.47 / o_dac_data_r[13]
[metrics by stage]
| stage | cell area [sq um] | hold slack (ns) | util, % | worst slack, ns |
|---|---|---|---|---|
| CTS | 13900 | 0.478 | 34.6 | 4.21 |
| global placement | 13600 | 0.454 | 33.9 | 4.01 |
| detailed placement | 13600 | 0.463 | 33.9 | 3.86 |
| floorplan | 12300 | 0.414 | - | 5.21 |
| finish | 13900 | 0.469 | 34.6 | 4.15 |
| global route | 13900 | 0.501 | 34.6 | 3.51 |
