===== design/flow/constraint.sdc =====
current_design Rsa256Wrapper

set clk_period 177.5
set clk_io_pct 0.2

create_clock -name clk0 -period $clk_period [get_ports {avm_clk}]

set non_clock_inputs [all_inputs -no_clocks]
set_input_delay [expr $clk_period * $clk_io_pct] -clock clk0 $non_clock_inputs
set_output_delay [expr $clk_period * $clk_io_pct] -clock clk0 [all_outputs]

===== design/flow/run.sh =====
#!/bin/bash
# OpenROAD 26Q1-2900-gdf79404cd8, Yosys 0.63+post, stock flow scripts
make -C /OpenROAD-flow-scripts/flow DESIGN_CONFIG=/design/flow/config.mk WORK_HOME=/design/flow/orfs finish

===== design/flow/config.mk =====
export PLATFORM = sky130hd
export DESIGN_NAME = Rsa256Wrapper
export DESIGN_NICKNAME = Rsa256Wrapper
export VERILOG_FILES = /design/flow/design.v
export SDC_FILE = /design/flow/constraint.sdc
export NUM_CORES = 4
export LEC_CHECK = 1
export CORE_UTILIZATION = 30

===== design/flow/design.v =====
module Rsa256Core (
	input          i_clk,
	input          i_rst,
	input          i_start,
	input  [255:0] i_a,  
	input  [255:0] i_d,
	input  [255:0] i_n,
	output [255:0] o_a_pow_d,  
	output         o_finished
);
    logic [1:0]   state_r, state_nxt_w;
    logic [255:0] t_r, m_r, t_nxt_w, m_nxt_w, a_r, a_w;
    logic [255:0] t_modulo_out_w, t_montgomary_out_w, m_montgomary_out_w;
    logic [15:0]  counter_r, counter_nxt_w;
    logic         finished_r, finished_nxt_w;
    assign o_a_pow_d = m_r;
    assign o_finished = finished_r;
    assign a_w = i_start ? i_a : a_r;
    ModuloProduct modulo(
	    .i_n(i_n),
	    .i_a(a_r),
	    .i_count(counter_r[7:0]),
	    .i_rst(i_rst),
	    .i_clk(i_clk),
	    .o_t(t_modulo_out_w)
    );
    MontAlgo mont_m(
	    .i_clk(i_clk),
	    .i_rst(i_rst),
	    .i_count(counter_r[7:0]),
	    .i_a(m_r), 
	    .i_b(t_r),
	    .i_n(i_n),
	    .o_ab(m_montgomary_out_w)
    );
    MontAlgo mont_t(
	    .i_clk(i_clk),
	    .i_rst(i_rst),
	    .i_count(counter_r[7:0]),
	    .i_a(t_r), 
	    .i_b(t_r),
	    .i_n(i_n),
	    .o_ab(t_montgomary_out_w)
    );
    always_ff @(posedge i_clk) begin
	    if(i_rst) begin
		    state_r <= 2'b00;
		    t_r <= 0;
		    m_r <= 1;
		    counter_r <= 0;
		    finished_r <= 0;
            a_r <= 0;
	    end else begin
	    	state_r <= state_nxt_w;
		    t_r <= t_nxt_w;
		    m_r <= m_nxt_w;
		    counter_r <= counter_nxt_w;
		    finished_r <= finished_nxt_w;
            a_r <= a_w;
	    end 
    end
    always_comb begin
    	case (state_r)
    		2'b00: begin
    			finished_nxt_w = 0;
    			if(i_start) begin
    				state_nxt_w = 2'b10;
    				t_nxt_w = 0;
    				m_nxt_w = 1;
    				counter_nxt_w = 0;
    			end
    			else begin
    				state_nxt_w = state_r;
    				t_nxt_w = t_r;
    				m_nxt_w = m_r;
    				counter_nxt_w = counter_r;
    			end
    		end
    		2'b10: begin
    			finished_nxt_w = finished_r;
    			if (counter_r == 16'b0000_0000_1111_1111) begin
    				state_nxt_w = 2'b11;
    				t_nxt_w = t_modulo_out_w;
    				m_nxt_w = 1;
    				counter_nxt_w = 0;
    			end
    			else begin
    				state_nxt_w = state_r;
    				t_nxt_w = t_r;
    				m_nxt_w = m_r;
    				counter_nxt_w = counter_r + 1;
    			end
    		end
    		2'b11: begin
    			counter_nxt_w = counter_r + 1;
    			if (counter_r == 16'b1111_1111_1111_1111) begin
    				state_nxt_w = 2'b00;
    				finished_nxt_w = 1;
    			end
    			else begin
    				state_nxt_w = state_r;
    				finished_nxt_w = finished_r;
    			end
    			if (counter_r[7:0] == 8'b1111_1111) begin
    				t_nxt_w = t_montgomary_out_w;
    				if (i_d[counter_r[15:8]]) begin
    					m_nxt_w = m_montgomary_out_w;
    				end
    				else begin
    					m_nxt_w = m_r;
    				end
    			end
    			else begin
    				t_nxt_w = t_r;
    				m_nxt_w = m_r;
    			end
    		end
    		default : begin
    			state_nxt_w = 2'b00;
    			t_nxt_w = t_r;
    			m_nxt_w = m_r;
    			counter_nxt_w = counter_r;
    			finished_nxt_w = finished_r;
    		end
    	endcase
    end
endmodule
module ModuloProduct(
	input  [255:0] i_n,
	input  [255:0] i_a,
	input  [7:0]   i_count,
	input          i_rst,
	input          i_clk,
	output [255:0] o_t
);
    logic [255:0] t_r, t_nxt_w;
    assign o_t = t_nxt_w;
    always_ff @(posedge i_clk) begin
	    if(i_rst) begin
		    t_r <= 0;
	    end else begin
		    t_r <= t_nxt_w;
	    end
    end
    always_comb begin
    	if (i_count==0) begin
    		if ({i_a, 1'b0} >= {1'b0, i_n}) begin
    			t_nxt_w = {i_a, 1'b0} - i_n;
    		end
    		else begin
    			t_nxt_w = {i_a[254:0], 1'b0};
    		end
    	end
    	else begin
    		if ({t_r, 1'b0} >= {1'b0, i_n}) begin
    			t_nxt_w = {t_r, 1'b0} - i_n;
    		end
    		else begin
    			t_nxt_w = {t_r[254:0], 1'b0};
    		end
    	end
    end
endmodule
module MontAlgo (
	input          i_clk,
	input          i_rst,
	input    [7:0] i_count,
	input  [255:0] i_a, 
	input  [255:0] i_b,
	input  [255:0] i_n,
	output [255:0] o_ab
);
	logic [256:0] m_w, m_w_1, m_w_2, m_w_3, m_w_4, m_w_5;
    logic [255:0] m_r;
	assign m_w_1 = (i_count == 8'b0)? 0: m_r;
	assign m_w_2 = (i_a[i_count] == 1'b1)? m_w_1 + i_b: m_w_1;
    assign m_w_3 = (m_w_2>=i_n)? m_w_2 - i_n: m_w_2;
	assign m_w_4 = (m_w_3[0] == 1'b1)? m_w_3 + i_n: m_w_3;
	assign m_w_5 = m_w_4 >> 1;
	assign m_w = (m_w_5>=i_n)? m_w_5 - i_n: m_w_5; 
	assign o_ab = m_w;
	always_ff @(posedge i_clk) begin 
		if(i_rst) begin
			m_r <= 256'b0;
		end else begin
			m_r <= m_w;
		end
	end
endmodule
module Rsa256Wrapper (
    input         avm_rst,
    input         avm_clk,
    output  [4:0] avm_address,
    output        avm_read,
    input  [31:0] avm_readdata,
    output        avm_write,
    output [31:0] avm_writedata,
    input         avm_waitrequest
);
localparam RX_BASE     = 0*4;
localparam TX_BASE     = 1*4;
localparam STATUS_BASE = 2*4;
localparam TX_OK_BIT   = 6;
localparam RX_OK_BIT   = 7;
localparam CHANGE_KEY_SIGNAL = {256{1'b1}};
localparam S_QUERY_GET_N = 0;
localparam S_GET_N = 1;
localparam S_QUERY_GET_D = 2;
localparam S_GET_D = 3;
localparam S_QUERY_GET_DATA = 4;
localparam S_GET_DATA = 5;
localparam S_WAIT_CALCULATE = 6;
localparam S_QUERY_SEND_DATA = 7;
localparam S_SEND_DATA = 8;
logic [255:0] n_r, n_w, d_r, d_w, enc_r, enc_w, dec_r, dec_w;
logic [3:0] state_r, state_w;
logic [6:0] bytes_counter_r, bytes_counter_w;
logic [4:0] avm_address_r, avm_address_w;
logic avm_read_r, avm_read_w, avm_write_r, avm_write_w;
logic rsa_start_r, rsa_start_w;
logic rsa_finished;
logic [255:0] rsa_dec;
assign avm_address = avm_address_r;
assign avm_read = avm_read_r;
assign avm_write = avm_write_r;
assign avm_writedata = dec_r[247-:8];  
Rsa256Core rsa256_core(
    .i_clk(avm_clk),
    .i_rst(avm_rst),
    .i_start(rsa_start_r),
    .i_a(enc_r),  
    .i_d(d_r),    
    .i_n(n_r),    
    .o_a_pow_d(rsa_dec),
    .o_finished(rsa_finished)
);
task StartRead;
    input [4:0] addr;
    begin
        avm_read_w = 1;
        avm_write_w = 0;
        avm_address_w = addr;
    end
endtask
task StartWrite;
    input [4:0] addr;
    begin
        avm_read_w = 0;
        avm_write_w = 1;
        avm_address_w = addr;
    end
endtask
always_comb begin
    n_w = n_r;
    d_w = d_r;
    enc_w = enc_r;
    dec_w = dec_r;
    avm_address_w = avm_address_r;
    avm_read_w = avm_read_r;
    avm_write_w = avm_write_r;
    state_w = state_r;
    bytes_counter_w = bytes_counter_r;
    rsa_start_w = rsa_start_r;
    case (state_r)
        S_QUERY_GET_N: begin
            if (~avm_waitrequest & avm_readdata[RX_OK_BIT]) begin
                state_w = S_GET_N;
                bytes_counter_w = bytes_counter_r - 1;
                StartRead(RX_BASE);
            end
            else begin
                state_w = S_QUERY_GET_N;
                bytes_counter_w = bytes_counter_r;
                StartRead(STATUS_BASE);
            end
        end
        S_GET_N: begin
            if (~avm_waitrequest) begin
                n_w[(8 * bytes_counter_r + 7) -: 8] = avm_readdata[7:0];
                StartRead(STATUS_BASE);
                if (bytes_counter_r) begin
                    state_w = S_QUERY_GET_N;
                    bytes_counter_w = bytes_counter_r;
                end
                else begin
                    state_w = S_QUERY_GET_D;
                    bytes_counter_w = 32;
                end
            end
            else begin
                n_w = n_r;
                avm_address_w = avm_address_r;
                avm_read_w = avm_read_r;
                avm_write_w = avm_write_r;
                state_w = state_r;
                bytes_counter_w = bytes_counter_r;
            end
        end
        S_QUERY_GET_D: begin
            if (~avm_waitrequest & avm_readdata[RX_OK_BIT]) begin
                state_w = S_GET_D;
                bytes_counter_w = bytes_counter_r - 1;
                StartRead(RX_BASE);
            end
            else begin
                state_w = S_QUERY_GET_D;
                bytes_counter_w = bytes_counter_r;
                StartRead(STATUS_BASE);
            end
        end
        S_GET_D: begin
            d_w = d_r;
            if (~avm_waitrequest) begin
                d_w[(8 * bytes_counter_r + 7) -: 8] = avm_readdata[7:0];
                StartRead(STATUS_BASE);
                if (bytes_counter_r) begin
                    state_w = S_QUERY_GET_D;
                    bytes_counter_w = bytes_counter_r;
                end
                else begin
                    state_w = S_QUERY_GET_DATA;
                    bytes_counter_w = 32;
                end
            end
            else begin
                d_w = d_r;
                avm_address_w = avm_address_r;
                avm_read_w = avm_read_r;
                avm_write_w = avm_write_r;
                state_w = state_r;
                bytes_counter_w = bytes_counter_r;
            end
        end
        S_QUERY_GET_DATA: begin
            if (~avm_waitrequest & avm_readdata[RX_OK_BIT]) begin
                state_w = S_GET_DATA;
                bytes_counter_w = bytes_counter_r - 1;
                StartRead(RX_BASE);
            end
            else begin
                state_w = S_QUERY_GET_DATA;
                bytes_counter_w = bytes_counter_r;
                StartRead(STATUS_BASE);
            end
	    end
        S_GET_DATA: begin
            if (~avm_waitrequest) begin
                enc_w[(8 * bytes_counter_r + 7) -: 8] = avm_readdata[7:0];
                StartRead(STATUS_BASE);
                if (bytes_counter_r) begin
                    state_w = S_QUERY_GET_DATA;
                    rsa_start_w = 0;
                end
                else begin
		            if ({enc_r[255:8], avm_readdata[7:0]} == CHANGE_KEY_SIGNAL) begin
                        state_w = S_QUERY_GET_N;
                        rsa_start_w = 0;
                        bytes_counter_w = 32;
                    end
                    else begin
                        state_w = S_WAIT_CALCULATE;
                        rsa_start_w = 1;
                        bytes_counter_w = 31;
                    end
                end
            end
            else begin
                enc_w = enc_r;
                avm_address_w = avm_address_r;
                avm_read_w = avm_read_r;
                avm_write_w = avm_write_r;
                state_w = state_r;
                rsa_start_w = rsa_start_r;
            end
        end
        S_WAIT_CALCULATE: begin
            rsa_start_w = 0;
            if (rsa_finished) begin
                state_w = S_QUERY_SEND_DATA;
                dec_w = rsa_dec; 
            end
            else begin
                state_w = S_WAIT_CALCULATE;
                dec_w = dec_r;
            end
        end
        S_QUERY_SEND_DATA: begin
            if (~avm_waitrequest & avm_readdata[TX_OK_BIT]) begin
                state_w = S_SEND_DATA;
                bytes_counter_w = bytes_counter_r - 1;
                StartWrite(TX_BASE);
            end
            else begin
                state_w = S_QUERY_SEND_DATA;
                bytes_counter_w = bytes_counter_r;
                StartRead(STATUS_BASE);
            end
	    end
        S_SEND_DATA: begin
            if (~avm_waitrequest) begin
                dec_w = dec_r << 8;
                StartRead(STATUS_BASE);
                if (bytes_counter_r) begin
                    state_w = S_QUERY_SEND_DATA;
                    bytes_counter_w = bytes_counter_r;
                end
                else begin
                    state_w = S_QUERY_GET_DATA;
                    bytes_counter_w = 32;
                end
            end
            else begin
                dec_w = dec_r;
                avm_address_w = avm_address_r;
                avm_read_w = avm_read_r;
                avm_write_w = avm_write_r;
                state_w = state_r;
                bytes_counter_w = bytes_counter_r;
            end
        end
    endcase
end
always_ff @(posedge avm_clk or posedge avm_rst) begin
    if (avm_rst) begin
        n_r <= 0;
        d_r <= 0;
        enc_r <= 0;
        dec_r <= 0;
        avm_address_r <= STATUS_BASE;
        avm_read_r <= 1;
        avm_write_r <= 0;
        state_r <= S_QUERY_GET_N;
        bytes_counter_r <= 32;
        rsa_start_r <= 0;
    end else begin
        n_r <= n_w;
        d_r <= d_w;
        enc_r <= enc_w;
        dec_r <= dec_w;
        avm_address_r <= avm_address_w;
        avm_read_r <= avm_read_w;
        avm_write_r <= avm_write_w;
        state_r <= state_w;
        bytes_counter_r <= bytes_counter_w;
        rsa_start_r <= rsa_start_w;
    end
end
endmodule

==> flow_metrics.tcl <==
# yosys + openroad results
set metrics [dict create \
    rsz0062_at_grt "no" \
    synth_cells 41440 \
    drive_gt1_frac 0.08262 \
    avgSynthCellArea_um2 7.167 \
    fin_setup_tns_ns 0 \
    root_buffer "clkbuf_16" \
    cp_slowest_cell "buf_4" \
    finalClockPeriodUsage 0.2199 \
    core_um2 987400 \
    async_flop_share 0.3997 \
    hpwl_mm 1462 \
    cts_buffer_depth 4 \
    path_cells "clkdlybuf4s50_1, buf_4, nand2_1, o211ai_1, buf_4, buf_4, buf_4, buf_4, buf_4, buf_12, o21ai_0" \
    via_count 321427 \
    chipArea_um2 994000 \
    grt_pass1_vias 296064 \
    synth-seq-cells 2592 \
    flop_cell "dfxtp_1" \
    postSynthSeqShare 0.1922 \
    ctsHoldBuffers 0 \
    clk_pin_slew_ns 0.06 \
    grt_first_pass_wirelength_mm 2344 \
    io_pins 74 \
    min_period_ns 39.03 \
    yosys_warnings 4 \
    seqPwrFrac 0.410 \
    warnings 62 \
    gp_congestion 1.113 \
    crit_arrival_ns 39.84 \
    status "complete, no violations" \
    drtIter0Drc 37155 \
    r2r_cells 97 \
    drtPass1Iterations 7 \
    io_buffers 22 \
    grt_start_max_net_pins 142 \
    fill_cells 107062 \
    path_common_cell "buf_4" \
    viasPerCell 5.951 \
    cpPeakStageDelay_ns 0.71 \
    crit_end "dec_r[218]$_DFFE_PP0P_" \
    regToRegSetupSlack_ns 142.19 \
    initCoreUtil 0.3008 \
    finalClockSkew_ns 0.1079 \
    syn_area_um2 297000 \
    p_clk_frac 0.491 \
    clkLatencyLatePin_ns 1.05 \
    pwr-share-comb 0.099 \
    p_int_mw 1.042 \
    r2r_end "rsa256_core.m_r[23]$_SDFFE_PP0P_" \
    hp-class "flop to flop" \
    edf_count 0 \
    rr_startpoint "rsa256_core.counter_r[1]$_SDFFE_PP0P_" \
    setup_viol 0 \
    crit_type "primary input to flop" \
    die_h_um 997.0 \
    path_max_fanout 141 \
    cts_tree "yes" \
    detail-route-antenna-nets 0 \
    tightest_slew_ns 1.349 \
    p_leak_nw 144.6 \
    cts-resized-gates 0 \
    fmax_mhz 25.62 \
    antenna_found_initial 210 \
    clock_sinks 2592 \
    post-route-drc-count 0 \
    rows 365 \
    syn_to_final_growth_pct 9.571 \
    post_cts_buffers 0 \
    cp-start-kind "primary input" \
    worst_ep_required_time_ns 178.31 \
    p_sw_frac 0.2885 \
    finalHoldViolCount 0 \
    path_depth 11 \
    ys_cells 41440 \
    slew_headroom 0.09100 \
    p_per_area_nw_per_um2 4.499 \
    grt.overflow.total 0 \
    yosys_area_um2 297000 \
    fin_util 0.3296 \
    cp-startpoint "avm_waitrequest" \
    max_cap_violations 0 \
    peakVddDrop_v 0.000007752 \
    wire_per_inst_um 31.80 \
    path_delay_family "buffers and inverters" \
    yosysUniqueCellTypes 106 \
    critPathCaptureType "flop" \
    h-tree-depth 5 \
    p_sw_mw 0.4225 \
    finalMaxSlewViolations 0 \
    grt.total_usage 0.3402 \
    die_w_um 997.0 \
    cts-buffers-inserted 327 \
    wirelength_mm 1718 \
    critPathBufInv 8 \
]
worst register-to-register path, delay by kind of cell (launching register included):
family	cells	cell delay [ns]
simple gates	31	11.79
buf+inv	26	9.96
compound gates	30	9.20
fa+ha+maj	5	2.06
mux	3	1.18
flops	1	0.69
xor+xnor	2	0.31
power groups by stage:
stage | sequential (mW) | combinational (mW) | clock, mW
final | 0.600 | 0.145 | 0.719
after global routing | 0.600 | 0.152 | 0.747
after CTS | 0.600 | 0.140 | 0.726
sequential cells by signal, summed over array words and instances (netlist names), 2 cells and up:
signal / cells
rsa256_core.counter_r: 16
rsa256_core.mont_m.m_r: 256
dec_r: 248
d_r: 256
rsa256_core.a_r: 256
state_r: 9
bytes_counter_r: 7
rsa256_core.modulo.t_r: 256
rsa256_core.m_r: 256
enc_r: 256
rsa256_core.mont_t.m_r: 256
rsa256_core.t_r: 256
avm_address_r: 2
rsa256_core.state_r: 3
n_r: 256
through the flow:
| step | hold WS [ns] | power [mW] | setup slack, ns | area, um^2 | instances |
|---|---|---|---|---|---|
| finish | 0.4551 | 1.464 | 138.47 | 325400 | 54011 |
| global route | 0.4730 | 1.499 | 138.26 | 325100 | 53880 |
| CTS | 0.4573 | 1.466 | 138.71 | 325000 | 53834 |
| detailed placement | 0.4390 | 0.7510 | 137.68 | 313700 | 53225 |
| global placement | 0.4297 | 0.7512 | 137.70 | 313700 | 53225 |
| floorplan | 0.4198 | 0.6942 | 100.43 | 297100 | 41466 |
synth_stat cells, drive strengths merged, types with 299 or more instances:
master | number | area (um^2)
xnor2 | 1652 | 14470
nand2b | 299 | 1871
nor2 | 3946 | 14820
o21ai | 3787 | 18960
nand4 | 1444 | 9034
o21bai | 953 | 7154
a21o | 1478 | 11100
o21a | 328 | 2462
xor2 | 861 | 7541
a21oi | 5217 | 26120
nand3 | 409 | 2047
mux2 | 978 | 11020
nand2 | 4690 | 17600
ha | 2558 | 32010
dfrtp | 1032 | 25820
clkbuf | 2485 | 9328
dfxtp | 1556 | 31150
mux2i | 732 | 7327
and2 | 774 | 4842
inv | 1592 | 5976
nor3 | 568 | 2854
a31oi | 306 | 1921
cells in the final DEF (no fill, tap or decap), drive strengths merged, types with 732 or more instances in the layout:
cell type / count
a21o: 1478
nand2: 4690
a21oi: 5217
dfrtp: 1032
inv: 1624
xnor2: 1652
nand4: 1444
and2: 774
dfxtp: 1556
mux2i: 732
mux2: 978
o21ai: 3787
buf: 1257
xor2: 861
o21bai: 953
nor2: 3946
ha: 2558
metal layers:
metal,vias to the layer above,part of all wire,global-route usage
li1,147774,-,-
met1,154497,0.41,0.4605
met2,16045,0.38,0.4530
met3,2945,0.13,0.1468
met4,166,0.071,0.1877
met5,-,0.0016,0.01270
how the worst min path moves through the flow:
stage                                        startpoint  cells past startpoint                           endpoint  slack (ns)
after global routing  rsa256_core.m_r[140]$_SDFFE_PP0P_                      2  rsa256_core.m_r[140]$_SDFFE_PP0P_        0.47
after CTS             rsa256_core.m_r[248]$_SDFFE_PP0P_                      2  rsa256_core.m_r[248]$_SDFFE_PP0P_        0.46
final                 rsa256_core.m_r[248]$_SDFFE_PP0P_                      2  rsa256_core.m_r[248]$_SDFFE_PP0P_        0.46
cell families (layout without fill, tap and decap cells):
group           count (synthesis)  in the layout  synth area share
flops                        2592           2592            0.1922
fa+ha+maj                    2573           2573            0.1086
other cells                     1            204        0.00001263
mux                          1918           1918           0.07753
simple gates                13408          13408            0.2074
compound gates              14118          14118            0.2849
buf+inv                      4317           3473           0.05526
xor+xnor                     2513           2513           0.07410
layout make-up:
type	count	area (um^2)	share of cell area
Multi-Input combinational cell	34557	224300	0.6892
Sequential cell	2592	57120	0.1755
Tap cell	13212	16530	0.05080
Timing Repair Buffer	1270	9792	0.03009
Clock buffer	450	9400	0.02888
Inverter	1594	5995	0.01842
Clock inverter	159	1856	0.005702
Antenna cell	177	442.9	0.001361
Power figures rest on the tool's default switching activity, not on a simulated workload.
