## flow/config.mk

```make
export PLATFORM = sky130hd
export DESIGN_NAME = DE2_115
export DESIGN_NICKNAME = DE2_115
export VERILOG_FILES = /design/flow/design.v
export SDC_FILE = /design/flow/constraint.sdc
export NUM_CORES = 4
export LEC_CHECK = 1
export CORE_AREA = 10 10 190 190
export DIE_AREA = 0 0 200 200
```

## flow/constraint.sdc

```tcl
current_design DE2_115

set clk_period 5.7
set clk_io_pct 0.2

create_clock -name clk0 -period $clk_period [get_ports {CLOCK_50}]

set non_clock_inputs [all_inputs -no_clocks]
set_input_delay [expr $clk_period * $clk_io_pct] -clock clk0 $non_clock_inputs
set_output_delay [expr $clk_period * $clk_io_pct] -clock clk0 [all_outputs]
```

## flow/design.v

```verilog
module DE2_115 (
	input CLOCK_50,
	input CLOCK2_50,
	input CLOCK3_50,
	input ENETCLK_25,
	input SMA_CLKIN,
	output SMA_CLKOUT,
	output [8:0] LEDG,
	output [17:0] LEDR,
	input [3:0] KEY,
	input [17:0] SW,
	output [6:0] HEX0,
	output [6:0] HEX1,
	output [6:0] HEX2,
	output [6:0] HEX3,
	output [6:0] HEX4,
	output [6:0] HEX5,
	output [6:0] HEX6,
	output [6:0] HEX7,
	output LCD_BLON,
	inout [7:0] LCD_DATA,
	output LCD_EN,
	output LCD_ON,
	output LCD_RS,
	output LCD_RW,
	output UART_CTS,
	input UART_RTS,
	input UART_RXD,
	output UART_TXD,
	inout PS2_CLK,
	inout PS2_DAT,
	inout PS2_CLK2,
	inout PS2_DAT2,
	output SD_CLK,
	inout SD_CMD,
	inout [3:0] SD_DAT,
	input SD_WP_N,
	output [7:0] VGA_B,
	output VGA_BLANK_N,
	output VGA_CLK,
	output [7:0] VGA_G,
	output VGA_HS,
	output [7:0] VGA_R,
	output VGA_SYNC_N,
	output VGA_VS,
	input AUD_ADCDAT,
	inout AUD_ADCLRCK,
	inout AUD_BCLK,
	output AUD_DACDAT,
	inout AUD_DACLRCK,
	output AUD_XCK,
	output EEP_I2C_SCLK,
	inout EEP_I2C_SDAT,
	output I2C_SCLK,
	inout I2C_SDAT,
	output ENET0_GTX_CLK,
	input ENET0_INT_N,
	output ENET0_MDC,
	input ENET0_MDIO,
	output ENET0_RST_N,
	input ENET0_RX_CLK,
	input ENET0_RX_COL,
	input ENET0_RX_CRS,
	input [3:0] ENET0_RX_DATA,
	input ENET0_RX_DV,
	input ENET0_RX_ER,
	input ENET0_TX_CLK,
	output [3:0] ENET0_TX_DATA,
	output ENET0_TX_EN,
	output ENET0_TX_ER,
	input ENET0_LINK100,
	output ENET1_GTX_CLK,
	input ENET1_INT_N,
	output ENET1_MDC,
	input ENET1_MDIO,
	output ENET1_RST_N,
	input ENET1_RX_CLK,
	input ENET1_RX_COL,
	input ENET1_RX_CRS,
	input [3:0] ENET1_RX_DATA,
	input ENET1_RX_DV,
	input ENET1_RX_ER,
	input ENET1_TX_CLK,
	output [3:0] ENET1_TX_DATA,
	output ENET1_TX_EN,
	output ENET1_TX_ER,
	input ENET1_LINK100,
	input TD_CLK27,
	input [7:0] TD_DATA,
	input TD_HS,
	output TD_RESET_N,
	input TD_VS,
	inout [15:0] OTG_DATA,
	output [1:0] OTG_ADDR,
	output OTG_CS_N,
	output OTG_WR_N,
	output OTG_RD_N,
	input OTG_INT,
	output OTG_RST_N,
	input IRDA_RXD,
	output [12:0] DRAM_ADDR,
	output [1:0] DRAM_BA,
	output DRAM_CAS_N,
	output DRAM_CKE,
	output DRAM_CLK,
	output DRAM_CS_N,
	inout [31:0] DRAM_DQ,
	output [3:0] DRAM_DQM,
	output DRAM_RAS_N,
	output DRAM_WE_N,
	output [19:0] SRAM_ADDR,
	output SRAM_CE_N,
	inout [15:0] SRAM_DQ,
	output SRAM_LB_N,
	output SRAM_OE_N,
	output SRAM_UB_N,
	output SRAM_WE_N,
	output [22:0] FL_ADDR,
	output FL_CE_N,
	inout [7:0] FL_DQ,
	output FL_OE_N,
	output FL_RST_N,
	input FL_RY,
	output FL_WE_N,
	output FL_WP_N,
	inout [35:0] GPIO,
	input HSMC_CLKIN_P1,
	input HSMC_CLKIN_P2,
	input HSMC_CLKIN0,
	output HSMC_CLKOUT_P1,
	output HSMC_CLKOUT_P2,
	output HSMC_CLKOUT0,
	inout [3:0] HSMC_D,
	input [16:0] HSMC_RX_D_P,
	output [16:0] HSMC_TX_D_P,
	inout [6:0] EX_IO
);
logic keydown;
logic [3:0] random_value0, random_value1, random_value2, random_value3;
Debounce deb0(
	.i_in(KEY[0]),
	.i_rst_n(KEY[1]),
	.i_clk(CLOCK_50),
	.o_neg(keydown)
);
Top top0(
	.i_clk(CLOCK_50),
	.i_rst_n(KEY[1]),
	.i_start(keydown),
	.o_random_out0(random_value0),
	.o_random_out1(random_value1),
	.o_random_out2(random_value2),
	.o_random_out3(random_value3)
);
SevenHexDecoder seven_dec0(
	.i_hex(random_value0),
	.o_seven_ten(HEX1),
	.o_seven_one(HEX0)
);
SevenHexDecoder seven_dec1(
	.i_hex(random_value1),
	.o_seven_ten(HEX3),
	.o_seven_one(HEX2)
);
SevenHexDecoder seven_dec2(
	.i_hex(random_value2),
	.o_seven_ten(HEX5),
	.o_seven_one(HEX4)
);
SevenHexDecoder seven_dec3(
	.i_hex(random_value3),
	.o_seven_ten(HEX7),
	.o_seven_one(HEX6)
);
endmodule
module Debounce (
	input  i_in,
	input  i_clk,
	input  i_rst_n,
	output o_debounced,
	output o_neg,
	output o_pos
);
parameter CNT_N = 7;
localparam CNT_BIT = $clog2(CNT_N+1);
logic o_debounced_r, o_debounced_w;
logic [CNT_BIT-1:0] counter_r, counter_w;
logic neg_r, neg_w, pos_r, pos_w;
assign o_debounced = o_debounced_r;
assign o_pos = pos_r;
assign o_neg = neg_r;
always_comb begin
	if (i_in != o_debounced_r) begin
		counter_w = counter_r - 1;
	end else begin
		counter_w = CNT_N;
	end
	if (counter_r == 0) begin
		o_debounced_w = ~o_debounced_r;
	end else begin
		o_debounced_w = o_debounced_r;
	end
	pos_w = ~o_debounced_r &  o_debounced_w;  
	neg_w =  o_debounced_r & ~o_debounced_w;  
end
always_ff @(posedge i_clk or negedge i_rst_n) begin
	if (!i_rst_n) begin
		o_debounced_r <= '0;
		counter_r <= '0;
		neg_r <= '0;
		pos_r <= '0;
	end else begin
		o_debounced_r <= o_debounced_w;
		counter_r <= counter_w;
		neg_r <= neg_w;
		pos_r <= pos_w;
	end
end
endmodule
module SevenHexDecoder (
	input        [3:0] i_hex,
	output logic [6:0] o_seven_ten,
	output logic [6:0] o_seven_one
);
parameter D0 = 7'b1000000;
parameter D1 = 7'b1111001;
parameter D2 = 7'b0100100;
parameter D3 = 7'b0110000;
parameter D4 = 7'b0011001;
parameter D5 = 7'b0010010;
parameter D6 = 7'b0000010;
parameter D7 = 7'b1011000;
parameter D8 = 7'b0000000;
parameter D9 = 7'b0010000;
always_comb begin
	case(i_hex)
		4'h0: begin o_seven_ten = D0; o_seven_one = D0; end
		4'h1: begin o_seven_ten = D0; o_seven_one = D1; end
		4'h2: begin o_seven_ten = D0; o_seven_one = D2; end
		4'h3: begin o_seven_ten = D0; o_seven_one = D3; end
		4'h4: begin o_seven_ten = D0; o_seven_one = D4; end
		4'h5: begin o_seven_ten = D0; o_seven_one = D5; end
		4'h6: begin o_seven_ten = D0; o_seven_one = D6; end
		4'h7: begin o_seven_ten = D0; o_seven_one = D7; end
		4'h8: begin o_seven_ten = D0; o_seven_one = D8; end
		4'h9: begin o_seven_ten = D0; o_seven_one = D9; end
		4'ha: begin o_seven_ten = D1; o_seven_one = D0; end
		4'hb: begin o_seven_ten = D1; o_seven_one = D1; end
		4'hc: begin o_seven_ten = D1; o_seven_one = D2; end
		4'hd: begin o_seven_ten = D1; o_seven_one = D3; end
		4'he: begin o_seven_ten = D1; o_seven_one = D4; end
		4'hf: begin o_seven_ten = D1; o_seven_one = D5; end
	endcase
end
endmodule
module Top (
	input        i_clk,
	input        i_rst_n,
	input        i_start,
	output [3:0] o_random_out0,
	output [3:0] o_random_out1,
	output [3:0] o_random_out2,
	output [3:0] o_random_out3
);
	logic [3:0] random_out0_w, random_out1_w, random_out2_w, random_out3_w;
	logic gen_random_w;
	assign o_random_out0 = random_out0_w;
	assign o_random_out1 = random_out1_w;
	assign o_random_out2 = random_out2_w;
	assign o_random_out3 = random_out3_w;
	Control crtl(
		.i_clk(i_clk),
		.i_rst_n(i_rst_n),
		.i_start(i_start),
		.o_gen_random(gen_random_w)
	);
	LFSR LFSR(
		.i_clk(i_clk),
		.i_rst_n(i_rst_n),
		.i_gen_random(gen_random_w),
		.o_random_out(random_out0_w)
	);
	Memory mem0(
		.i_clk(i_clk),
		.i_rst_n(i_rst_n),
		.i_start(i_start),
		.i_random_out(random_out0_w),
		.o_random_out(random_out1_w)
	);
	Memory mem1(
		.i_clk(i_clk),
		.i_rst_n(i_rst_n),
		.i_start(i_start),
		.i_random_out(random_out1_w),
		.o_random_out(random_out2_w)
	);
	Memory mem2(
		.i_clk(i_clk),
		.i_rst_n(i_rst_n),
		.i_start(i_start),
		.i_random_out(random_out2_w),
		.o_random_out(random_out3_w)
	);
endmodule
module Memory(
	input		 i_clk,
	input		 i_rst_n,
	input		 i_start,
	input [3:0]  i_random_out,
	output [3:0] o_random_out
);
	logic [3:0] register_r, register_nxt_w;
	assign register_nxt_w = i_start ? i_random_out : register_r;
	assign o_random_out = register_r;
	always_ff @(posedge i_clk) begin
		if(~i_rst_n) begin
			register_r <= 0;
		end 
		else begin
			register_r <= register_nxt_w;
		end
	end
endmodule
module LFSR (
	input		 i_clk,
	input		 i_rst_n,
	input		 i_gen_random,
	output [3:0] o_random_out
);
	logic [14:0] register_r, register_nxt_w;
	assign register_nxt_w[13:0] = i_gen_random ? register_r[14:1] : register_r[13:0];
	assign register_nxt_w[14] = i_gen_random ? register_r[0] ^ register_r[14] : register_r[14];
	assign o_random_out = {register_r[9], register_r[8], register_r[1], register_r[0]};
	always_ff @(posedge i_clk) begin 
		if(~i_rst_n) begin
			register_r <= 15'b101_1000_1011_1100;
		end else begin
			register_r <= register_nxt_w;
		end
	end
endmodule
module Control (
	input		i_clk,
	input       i_rst_n,
	input       i_start,
	output		o_gen_random
);
	logic [26:0] counter_r, counter_nxt_w;
	logic state_r, state_nxt_w, o_gen_random_w;
	assign o_gen_random = o_gen_random_w;
	always_ff @(posedge i_clk) begin
		if(~i_rst_n) begin
			counter_r <= 0;
			state_r <= 1'b0;
		end 
		else begin
			counter_r <= counter_nxt_w;
			state_r <= state_nxt_w;
		end
	end
	always_comb begin
		if(i_start) begin  
			counter_nxt_w = 0;
			state_nxt_w = 1'b1;
		end
		else if(&counter_r) begin  
			counter_nxt_w = 0;
			state_nxt_w = 1'b0;
		end
		else if(state_r) begin  
			counter_nxt_w = counter_r +1;
			state_nxt_w = state_r;
		end
		else begin  
			counter_nxt_w = 0;
			state_nxt_w = state_r;
		end
		case(counter_r)
			27'b111_1111_1111_1111_1111_1111_1111: begin
				o_gen_random_w = 1'b1;
			end
			27'b101_1111_1111_1111_1111_1111_1111: begin
				o_gen_random_w = 1'b1;
			end
			27'b011_1111_1111_1111_1111_1111_1111: begin
				o_gen_random_w = 1'b1;
			end
			27'b011_0111_1111_1111_1111_1111_1111: begin
				o_gen_random_w = 1'b1;
			end
			27'b010_1111_1111_1111_1111_1111_1111: begin
				o_gen_random_w = 1'b1;
			end
			27'b010_0111_1111_1111_1111_1111_1111: begin
				o_gen_random_w = 1'b1;
			end
			27'b001_1111_1111_1111_1111_1111_1111: begin
				o_gen_random_w = 1'b1;
			end
			27'b001_1101_1111_1111_1111_1111_1111: begin
				o_gen_random_w = 1'b1;
			end
			27'b001_1011_1111_1111_1111_1111_1111: begin
				o_gen_random_w = 1'b1;
			end
			27'b001_1001_1111_1111_1111_1111_1111: begin
				o_gen_random_w = 1'b1;
			end
			27'b001_0111_1111_1111_1111_1111_1111: begin
				o_gen_random_w = 1'b1;
			end
			27'b001_0101_1111_1111_1111_1111_1111: begin
				o_gen_random_w = 1'b1;
			end
			27'b001_0011_1111_1111_1111_1111_1111: begin
				o_gen_random_w = 1'b1;
			end
			27'b001_0001_1111_1111_1111_1111_1111: begin
				o_gen_random_w = 1'b1;
			end
			27'b000_1111_1111_1111_1111_1111_1111: begin
				o_gen_random_w = 1'b1;
			end
			27'b000_1101_1111_1111_1111_1111_1111: begin
				o_gen_random_w = 1'b1;
			end
			27'b000_1011_1111_1111_1111_1111_1111: begin
				o_gen_random_w = 1'b1;
			end
			27'b000_1001_1111_1111_1111_1111_1111: begin
				o_gen_random_w = 1'b1;
			end
			27'b000_0111_1111_1111_1111_1111_1111: begin
				o_gen_random_w = 1'b1;
			end
			27'b000_0101_1111_1111_1111_1111_1111: begin
				o_gen_random_w = 1'b1;
			end
			27'b000_0011_1111_1111_1111_1111_1111: begin
				o_gen_random_w = 1'b1;
			end
			27'b000_0001_1111_1111_1111_1111_1111: begin
				o_gen_random_w = 1'b1;
			end
			27'b000_0000_1111_1111_1111_1111_1111: begin
				o_gen_random_w = 1'b1;
			end
			27'b000_0000_1011_1111_1111_1111_1111: begin
				o_gen_random_w = 1'b1;
			end
			27'b000_0000_0111_1111_1111_1111_1111: begin
				o_gen_random_w = 1'b1;
			end
			27'b000_0000_0101_1111_1111_1111_1111: begin
				o_gen_random_w = 1'b1;
			end
			27'b000_0000_0011_1111_1111_1111_1111: begin
				o_gen_random_w = 1'b1;
			end
			27'b000_0000_0010_1111_1111_1111_1111: begin
				o_gen_random_w = 1'b1;
			end
			27'b000_0000_0001_1111_1111_1111_1111: begin
				o_gen_random_w = 1'b1;
			end
			default: begin
				o_gen_random_w = 1'b0;
			end
		endcase  
	end
endmodule
```

## flow/run.sh

```bash
#!/bin/bash
# OpenROAD 26Q1-2900-gdf79404cd8, Yosys 0.63+post, stock flow scripts
make -C /OpenROAD-flow-scripts/flow DESIGN_CONFIG=/design/flow/config.mk WORK_HOME=/design/flow/orfs finish
```

==> CHANGELOG.md <==
### Implementation results

- Clk sinks: 92
- Worst r2r src: top0.crtl.counter_r[0]
- Wire length per cell: 9.611 um
- Die Y-Extent: 200 um
- Post-DP HPWL: 8.568 mm
- Sw Ratio: 22.79%
- Combinational share of power: 3.0%
- RSZ-0062 raised after global routing: no
- Initial DRC count: 130
- CP Max Fanout: 34
- Number of diodes: 0
- Clock slew at reported path FFs: 0.07 ns
- Htree depth: 3
- # Post-CTS Setup Buffers: 0
- Slew headroom: 55.32%
- Dominant cell area share: 30.39%
- CP startpoint: KEY[1]
- Crit path DAT: 3.56 ns
- Initial antenna violation count: 0
- Vias in the first global route: 3731
- Clock share of power: 46.7%
- Syn Inst Count: 664
- WHS Path Cells: 1
- Average size of a mapped cell: 8.630 um2
- Kind of critical path: in -> reg
- Post-synth seq share: 32.58%
- Post-synth top flop: dfxtp_1
- Total grt overflow: 0
- Critical path startpoint category: primary input
- Core area: 31800 um2
- Slew Limit Fails: 0
- Chip Width: 200 um
- Fmax: 0.2988 GHz
- Post-synth top area cell: dfxtp_1
- Worst R2R Path Depth: 12
- Count of library flops with an enable pin: 0
- Worst R2R End: HEX0[3]
- Pwr per Cell Area: 214.4 nW/um2
- TNS Setup: 0 ns
- Synth flops: 92
- Tool Warnings: 275
- Endpoints left unconstrained: 141
- Hold_buf cts: 0
- # Cells Yosys: 664
- Final hold viol count: 0
- Detailed-route vias per instance: 3.116
- VDD IR max: 0.1382 mV
- Reg2Reg Setup Slack: 2.40 ns
- DIE AREA: 40000 um2
- Share of cells above drive strength 1: 5.747%
- Most area-consuming cells after synthesis: dfxtp_1, buf_4, ha_1
- # DRC: 0
- Yosys cell types: 46
- CTS tree: built
- Syn. warnings: 197
- Worst skew pair latency: 0.35 ns
- Clk Tree Root Cell: clkbuf_16
- Max_cap viols: 0
- Resized cells post-CTS: 0
- Clock skew: 0.01133 ns
- Via count: 3524
- HP Start: deb0.counter_r[0]
- Pleak: 2.609 nW
- Worst min path class: reg -> reg
- Setup Viol. Count Final: 0
- Worst Setup End Kind: flip-flop
- Hold EP: deb0.counter_r[0]
- CP required: 5.91 ns
- Routability cong.: 0.7703
- Min cycle time layout: 3.347 ns
- Internal: 1.012 mW
- Synth Cell Area: 5730 um2
- Number of CTS-inserted buffers: 9
- Antenna Nets Post-Route: 0
- All-Layer GR Usage: 5.188%
- Io pins: 480
- Register share of total power: 50.4%
- P&R area growth vs syn: 6.703%
- Drt pass-1 iters: 4
- Top Layout Cells: conb_1, dfxtp_1, nor2_1
- Largest net degree at the start of global routing: 35
- Worst-margin pin slew: 0.6651 ns
- Most frequent logic cell in the layout: conb_1
- FP Core Util: 18.02%
- WHS: 0.4350 ns
- Row cnt: 65
- Clk buf depth: 2
- Tcrit/Tclk final: 58.72%
- First-pass GRT wire length: 17.30 mm
- Status: finished, final reports clean
- Post-synth ARST share: 5.435%
- Port bufs: 46
- Yosys Chip Area: 5730 um2
- Routed wire length: 10.87 mm
- Net Switching: 0.2988 mW
[worst max-delay path, stage by stage]
cell and delay [ns]:
clkdlybuf4s50_1 0.45, buf_4 0.32, inv_1 0.29, nor2_1 0.39, inv_1 0.18, ha_1 0.23
or2_2 0.29, a21oi_1 0.19, a21oi_1 0.06
[final cells by class]
class	count	area, um2
Fill cell	3492	25680
Inverter	30	112.6
Multi-Input combinational cell	509	2801
Clock inverter	7	81.33
Clock buffer	9	225.2
Tap cell	435	544.3
Timing Repair Buffer	49	483.0
Sequential cell	92	1867
[flip-flops by register name, summed over array words and instances (netlist names), 4 cells and up]
name                  count
HEX2                      7
HEX4                      7
top0.mem2.register_r      4
top0.mem0.register_r      4
HEX0                      7
HEX6                      7
top0.LFSR.register_r     15
top0.mem1.register_r      4
top0.crtl.counter_r      27
[stage by stage]
step	total power [mW]	instances	utilization, %	setup slack (ns)	instance area, um2
floorplan	0.7953	866	-	2.888	6489
global placement	0.7185	1115	18.26	2.022	5808
detailed placement	0.7175	1115	18.26	2.000	5808
CTS	1.348	1131	19.23	2.369	6115
global route	1.385	1131	19.23	2.100	6115
finish	1.311	1131	19.23	2.353	6115
[layer usage]
layer,vias up,GRT usage [%],share of wire (%)
met3,7,2.420,10
met2,194,7.595,40
met4,0,0.6169,1.2
met1,1559,7.055,48
met5,-,0,0
li1,1764,-,-
[worst max-delay path by stage]
stage | cells past startpoint | end
finish | 9 | HEX4[0]
global route | 12 | HEX0[3]
CTS | 9 | HEX4[0]
[cell families after synthesis]
kind of cell / synth area share, %
buffers and inverters: 31.77
and+or+nand+nor: 12.73
DFF: 32.58
AOI/OAI and AO/OA: 6.507
muxes: 5.720
adders and majority gates: 6.288
xor gates and xnor gates: 4.279
other: 0.1311
[synthesized netlist by cell type, types with 2 or more instances]
cell and count:
buf_4 216, dfxtp_1 87, nor2_1 55, nand2_1 45
inv_1 29, ha_1 28, nand3_1 21, a21oi_1 20
mux2i_1 20, o21ai_0 18, xor2_1 18, clkbuf_1 12
mux2_2 10, xnor2_1 10, and2_1 7, nand2b_1 7
buf_2 6, dfrtp_1 5, o22ai_1 5, a211oi_1 4
and3_1 4, nor3_1 4, o211ai_1 3, or2_2 3
a31oi_1 2, a41oi_1 2, conb_1 2, nand4_1 2
nor2b_1 2
[power groups by stage]
| stage | clock [mW] | sequential, mW | combinational [mW] |
|---|---|---|---|
| 6_report | 0.612 | 0.660 | 0.0388 |
| 5_1_grt | 0.671 | 0.661 | 0.0531 |
| 4_1_cts | 0.644 | 0.660 | 0.0433 |
Power figures rest on the tool's default switching activity, not on a simulated workload.
